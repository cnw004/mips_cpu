==> flow/design.v <==
module reg_e(input wire clk,
  input wire clr,
  input wire syscall_in,
  input wire regwrite_in,
  input wire mem_to_reg_in,
  input wire [2:0] alu_ctrl_in,
  input wire alu_src_in,
  input wire reg_dst_in,
  input wire [31:0] rd1_in,
  input wire [31:0] rd2_in,
  input wire [25:21] rsd_in,
  input wire [20:16] rtd_in,
  input wire [15:11] rte_in,
  input wire [31:0] sign_immd_in,
  input wire mem_write_in,
  input wire [31:0] instr_in,  
  output reg syscall_out,
  output reg reg_write_out,
  output reg mem_to_reg_out,
  output reg [2:0] alu_ctrl_out,
  output reg alu_src_out,
  output reg reg_dst_out,
  output reg [31:0] rd1_out,
  output reg [31:0] rd2_out,
  output reg [25:21] rse_out,
  output reg [20:16] rte_out,
  output reg [15:11] rde_out,
  output reg [31:0] sign_immd_out,
  output reg mem_write_out,
  output reg [31:0] instr_out, 
  output reg mem_to_reg_hazard_out,
  output reg reg_write_hazard_out
  );
initial begin
  syscall_out <= 0;
  reg_write_out <= 0;
  mem_to_reg_out <= 0;
  alu_ctrl_out <= 0;
  alu_src_out <= 0;
  reg_dst_out <= 0;
  rd1_out <= 0;
  rd2_out <= 0;
  rse_out <= 0;
  rte_out <= 0;
  rde_out <= 0;
  sign_immd_out <= 0;
  mem_write_out <= 0;
  instr_out <= 0;
  mem_to_reg_hazard_out <= 0;
  reg_write_hazard_out <= 0;
end
  always @(posedge clk) begin
    if(clr) begin
      syscall_out <= 0;
      reg_write_out <= 0;
      mem_to_reg_out <= 0;
      alu_ctrl_out <= 0;
      alu_src_out <= 0;
      reg_dst_out <= 0;
      rd1_out <= 0;
      rd2_out <= 0;
      rse_out <= 0;
      rte_out <= 0;
      rde_out <= 0;
      sign_immd_out <= 0;
      mem_write_out <= 0;
      instr_out <= 0;
      mem_to_reg_hazard_out <= 0;
      reg_write_hazard_out <= 0;
    end
    else begin
      syscall_out <= syscall_in;
      reg_write_out <= regwrite_in;
      mem_to_reg_out <= mem_to_reg_in;
      alu_ctrl_out <= alu_ctrl_in;
      alu_src_out <= alu_src_in;
      reg_dst_out <= reg_dst_in;
      rd1_out <= rd1_in;
      rd2_out <= rd2_in;
      rse_out <= rsd_in;
      rte_out <= rtd_in;
      rde_out <= rte_in;
      sign_immd_out <= sign_immd_in;
      mem_write_out <= mem_write_in;
      instr_out <= instr_in;
      mem_to_reg_hazard_out <= mem_to_reg_in;
      reg_write_hazard_out <= regwrite_in;
    end
  end
endmodule
==> flow/run.sh <==
#!/bin/bash
# OpenROAD 26Q1-2900-gdf79404cd8, Yosys 0.63+post, stock flow scripts
make -C /OpenROAD-flow-scripts/flow DESIGN_CONFIG=/design/flow/config.mk WORK_HOME=/design/flow/orfs finish
==> flow/config.mk <==
export PLATFORM = sky130hd
export DESIGN_NAME = reg_e
export DESIGN_NICKNAME = reg_e
export VERILOG_FILES = /design/flow/design.v
export SDC_FILE = /design/flow/constraint.sdc
export NUM_CORES = 4
export LEC_CHECK = 1
export CORE_AREA = 10 10 165 165
export DIE_AREA = 0 0 175 175
==> flow/constraint.sdc <==
current_design reg_e

set clk_period 1.0
set clk_io_pct 0.2

create_clock -name clk0 -period $clk_period [get_ports {clk}]

set non_clock_inputs [all_inputs -no_clocks]
set_input_delay [expr $clk_period * $clk_io_pct] -clock clk0 $non_clock_inputs
set_output_delay [expr $clk_period * $clk_io_pct] -clock clk0 [all_outputs]
==> ci_impl_report.md <==
## Synthesis and layout report

| Metric | Value |
|---|---|
| Status | finished, violations left |
| Failing checks | negative setup slack |
| TritonCTS Buffers | 17 |
| CTS Buffer Depth | 2 |
| Highest-delay cell along the critical path | dfxtp_2 |
| Top cells by area | dfxtp_1 74%, nor2b_1 23%, buf_4 1.8% |
| Die area | approximately 30000 um2 |
| CP top delay family | flip-flops |
| Mapped cell area | 4110 um2 |
| DR pass1 iterations | 4 |
| Global-route wire length before repair | 22200 um |
| Fill count | 2491 |
| Cells after Synth | 322 |
| Fin. max-slew vios | 0 |
| F_max | 962 MHz |
| Vias | 3217 |
| FP Rows | about 56 |
| Worst Path Arrival | between 0.8 and 0.9 ns |
| GP Congestion | between 0.7 and 0.8 |
| Io pins | 308 |
| Initial antenna violation count | 0 |
| Max-area cell share | between 70% and 80% |
| Ys flops | 152 |
| Fin. Hold Viols | 0 |
| Yosys stat chip area | 4110 um2 |
| Clock slew at reported path FFs | 0.06 ns |
| Crit-path max FO | 1 |
| ANT nets after route | 0 |
| P&R area growth vs syn | 84.6% |
| Max incr delay on CP | 0.32 ns |
| Syn Area/Cell | about 13 um2 |
| Hold WC Path Type | in2reg |
| Core Area | 23500 um2 |
| Unrepaired setup endpoints after global routing | yes |
| Fin util | 32.2% |
| Tmin final | 1.04 ns |
| Crit share post-route | 104% |
| Post-DR vias/cell | approximately 3.3 |
| Ys cells | 322 |
| Met3 usage | under 10% |
| CTS root buffer | clkbuf_16 |
| TritonCTS clock tree | built |
| Drt initial violations | 73 |
| # diodes | 0 |
| Worst Max-Slew Pin Slew | 0.195 ns |
| GR Layer Usage met2 | 14.6% |
| CP endpoint kind | output pin |
| Met1 Use GR | 11.4% |
| Crit path DRT | approximately 0.80 ns |
| Setup WS post-layout | -0.0391 ns |
| Gr busiest metal | met2 |
| Synth unique cells | 4 |
| Peak supply drop | roughly 0.87 mV |
| Fin Setup TNS | -1.15 ns |
| Lkg Pwr | approximately 3.4 nW |
| Max cap viols | 0 |
| Crit Path Class | reg2out |
| Stage-log warning count | 27 |
| Number of global-route vias before repair | approximately 3600 |
| Dominant cell type by area after synthesis | dfxtp_1 |
| Count of yosys warnings during synthesis | 1 |
| Top Layout Cells | 152 x nor2b_1, 152 x clkdlybuf4s50_1, 150 x buf_2 |
| Die height | 175 um |
| Detail-routed net length per standard cell | around 15 um |
| Worst Setup Start Kind | register |
| Power density cells | between 1500 and 2000 nW/um2 |
| Worst path cell trace | buf_2 |
| Slew HR | 87.0% |
| Pre-CTS setup slack | -0.0866 ns |
| Buffers on Ports | roughly 310 |
| Clk sinks | roughly 150 |
| Overall routing resource usage | 9.52% |
| Hold_buf cts | 0 |
| Largest net degree at the start of global routing | 28 |
| # DRC | 0 |
| Setup violators final | 121 |
| Die Wd | 175 um |
| Detail Placement HPWL | 12000 um |
| Fp util | approximately 17% |
| Buffers and inverters on the worst path | 1 |
| Gr ovfl total | 0 |
| Share of cells above drive strength 1 | 33.3% |
| Seq share, synth | roughly three quarters |
| H-Tree Depth | 4 |
| Final wirelength | 14700 um |
[per-stage QoR]
| step | instance area [um2] | hold WS [ns] | total power (W) | instances |
|---|---|---|---|---|
| 5_1_grt | 7580 | 0.152 | 0.0157 | 976 |
| 6_report | 7580 | 0.158 | 0.0149 | 976 |
| 4_1_cts | 7570 | 0.131 | 0.0153 | 976 |
| 3_5_place_dp | 7630 | 0.584 | 0.00820 | 944 |
| 2_1_floorplan | 4110 | 0.328 | 0.00680 | 322 |
| 3_3_place_gp | 7630 | 0.580 | 0.00819 | 944 |
[Yosys cell counts (all sizes together)]
cell / n
dfxtp: 152
buf: 18
nor2b: 152
[power breakdown]
part	switching (W)	internal, W
logic	0.000330	0.000936
registers	0.0000673	0.00639
clock network	0.00250	0.00472
[registers in the layout, summed over array words and instances, names as in the netlist]
| name | flops |
|---|---|
| rte_out | 5 |
| instr_out | 32 |
| reg_dst_out | 1 |
| rd2_out | 32 |
| alu_src_out | 1 |
| reg_write_out | 1 |
| alu_ctrl_out | 3 |
| syscall_out | 1 |
| sign_immd_out | 32 |
| mem_write_out | 1 |
| rd1_out | 32 |
| rse_out | 5 |
| rde_out | 5 |
| mem_to_reg_out | 1 |
[cell type report]
class | count | area [um2] | share of cell area, %
timing repair buffer | 321 | 2490 | 32.9
clock buffer | 22 | 484 | 6.39
multi-input combinational | 152 | 951 | 12.5
clock inverter | 10 | 190 | 2.51
sequential | 152 | 3070 | 40.4
tap | 319 | 399 | 5.26
[worst min-delay path: stages]
cell and delay (ns):
buf_4 0.11, buf_12 0.15, nor2b_1 0.05
[logic make-up (layout without fill, tap and decap cells)]
kind of cell	count (synthesis)	count (layout)	synth area share (%)
buffers and inverters	18	353	2.80
DFF	152	152	74.1
and+or+nand+nor	152	152	23.1
[routing by layer]
| metal | vias to the layer above | share of wire [%] |
|---|---|---|
| met3 | 5 | 15 |
| li1 | 1610 | - |
| met4 | 0 | 0.78 |
| met5 | - | 0 |
| met2 | 203 | 44 |
| met1 | 1399 | 40 |
[final timing paths]
kind	from	endpoint	slack [ns]	cells after the start
worst max-delay path	instr_out[9]	instr_out[9]	-0.04	1
worst min-delay path	clr	rd1_out[30]	0.16	3
[repair_timing]
| action | 4_1_cts | 5_1_grt |
|---|---|---|
| resized | 514 | 9 |
| setup endpoints to repair | 154 | 154 |
| setup buffers | 0 | 0 |
Power and IR drop assume default switching activity.
